[design/flow/config.mk]
export PLATFORM = sky130hd
export DESIGN_NAME = seg_driver
export DESIGN_NICKNAME = seg_driver
export VERILOG_FILES = /design/flow/design.v
export SDC_FILE = /design/flow/constraint.sdc
export NUM_CORES = 4
export LEC_CHECK = 1
export CORE_AREA = 10 10 106 106
export DIE_AREA = 0 0 116 116
[design/flow/constraint.sdc]
current_design seg_driver

set clk_period 4.5
set clk_io_pct 0.2

create_clock -name clk0 -period $clk_period [get_ports {clk}]

set non_clock_inputs [all_inputs -no_clocks]
set_input_delay [expr $clk_period * $clk_io_pct] -clock clk0 $non_clock_inputs
set_output_delay [expr $clk_period * $clk_io_pct] -clock clk0 [all_outputs]
[design/flow/design.v]
module seg_driver (
    input clk,
    input resetn,
    input [31:0] number,
    output logic [6:0] segments,
    output logic [7:0] nibble_enable
);
    logic [2:0] index;
    logic [16:0] counter;
    always_ff @(posedge clk or negedge resetn)
        if (!resetn) begin
            index <= 3'b0;
            counter <= '0;
        end
        else begin
            counter <= counter + 1;
            if (counter == 12499) begin
                index <= index + 1;
                counter <= 0;
            end
        end
    always_comb begin
        nibble_enable = '1;
        nibble_enable[index] = 1'b0;
    end
    logic [7:0][3:0] nibbles;
    logic [3:0] current_nibble;
    assign nibbles = number;
    assign current_nibble = nibbles[index];
    always_comb
        unique case (current_nibble)
            4'b0000: segments = 7'b0000001;
            4'b0001: segments = 7'b1001111;
            4'b0010: segments = 7'b0010010;
            4'b0011: segments = 7'b0000110;
            4'b0100: segments = 7'b1001100;
            4'b0101: segments = 7'b0100100;
            4'b0110: segments = 7'b0100000;
            4'b0111: segments = 7'b0001111;
            4'b1000: segments = 7'b0000000;
            4'b1001: segments = 7'b0000100;
            4'b1010: segments = 7'b0001000;
            4'b1011: segments = 7'b1100000;
            4'b1100: segments = 7'b0110001;
            4'b1101: segments = 7'b1000010;
            4'b1110: segments = 7'b0110000;
            4'b1111: segments = 7'b0111000;
        endcase
endmodule
[design/flow/run.sh]
#!/bin/bash
# OpenROAD 26Q1-2900-gdf79404cd8, Yosys 0.63+post, stock flow scripts
make -C /OpenROAD-flow-scripts/flow DESIGN_CONFIG=/design/flow/config.mk WORK_HOME=/design/flow/orfs finish
==> results_slide.txt <==
Run Summary

Run status
  – Run status: finished, final reports clean

Drt
  – Drt total wl: 4.07 mm
  – Number of nets still failing antenna checks after routing: 0
  – Highest routed metal layer: met3
  – Number of inserted diodes: 0
  – First DRT Iteration DRCs: 51
  – Iteration tally of the first detailed-router pass: 4
  – Total vias in the final route: 1,282
  – Metal1 wirelength: 1.99 mm
  – Number of remaining DRC errors: 0
  – Via density per instance: 4.18
  – Met3 WL: 514 um
  – Length of routed met2 wiring: 1.57 mm
  – Average detailed-routed wire length per instance: 13.2 um

Synthesis
  – Async S/R FF share, synth: 1.00
  – Cell taking the most area after synthesis: dfrtp_1
  – Ys cells: 150
  – Top cell area share: 0.318
  – Avg Synthesized Cell Area: 10.5 um2
  – Most used DFF post-synth: dfrtp_1
  – Count of library flops with an enable pin: 0
  – Sequential area share after synthesis: 0.318
  – Largest cells by area after synthesis: dfrtp_1 (32%), ha_1 (8.7%), mux4_1 (6.7%)
  – Synthesized chip area reported by yosys: 1580 um2
  – Unique masters post-synth: 39
  – Post-Synthesis Cells: 150
  – Count of yosys warnings during synthesis: 1
  – Synthesized area: 1580 um2
  – #FFs+latches synth: 20

Critical path
  – Worst Setup Start Kind: input port
  – Cell with the largest stage delay on the worst path: mux4_1
  – Kind of end point of the critical path: output port
  – Kind of critical path: in2out
  – Endpoint arrival time on the critical path: 3260 ps
  – List of cells traversed by the critical path: clkdlybuf4s50_1, mux4_1, mux2i_2, inv_1, ha_1, nor3b_1, a211oi_2, clkdlybuf4s50_1
  – Max Fanout on Critical Path: 5
  – Most used cell, CP: clkdlybuf4s50_1
  – Longest individual stage delay on the worst path: 530 ps
  – Data required time at the worst endpoint: 3600 ps

Final layout
  – MI comb area: 997 um2
  – Number of filler cells placed in the layout: 934
  – Sequential cell area in the final layout: 500 um2
  – Area added between synthesis and finish: 40.8%
  – Share of final-layout standard cells stronger than drive strength 1: 0.0854

CTS
  – Number of buffers created by CTS: 3
  – CTS Hold Bufs: 0
  – Number of instances resized during post-cts repair: 0
  – Clock tree from TritonCTS: built
  – Clock sinks: 20
  – Clock insertion delay at the later pin of the skew report: 250 ps
  – Longest Clk Path Bufs: 2
  – Cell at the root of the clock tree: clkbuf_8
  – Postcts setup bufs: 0
  – Post-CTS clock slew at the launch and capture registers of the worst setup and hold paths: 70 ps
  – CTS HTree Levels: 1

STA
  – Worst hold slack: 469 ps
  – Setup violations, final: 0
  – Worst max-slew margin expressed relative to the limit: 0.591
  – Share of the cycle needed by the critical path after routing: 0.923
  – Number of pins exceeding their max-slew limit in the final report: 0
  – F_max: 0.241 GHz
  – Slew at the pin with the worst max-slew slack: 614 ps
  – Final hold violation count: 0
  – Summed negative setup slack over all endpoints: 0 ps
  – Clock Skews: 1.56 ps
  – Fin crit period: 4160 ps
  – Setup repair after global routing missed its margin: no

Floorplan
  – Die X-Extent: 116 um
  – Core Util at FP: 0.178
  – Chip height: 116 um
  – Total Die Area: 13,500 um2
  – Standard-cell rows: 34
  – Number of top-level pins: 49
  – Placeable Area: 8850 um2

GRT
  – Initial antenna violation count: 0
  – GRT Resource Usage Total: 0.0597
  – Vias in the first global route: 1,291
  – First-pass GRT wire length: 6.54 mm
  – Largest net degree at the start of global routing: 21
  – Sum of overflow across all layers after global routing: 0

Place
  – I/O Buffers: 48
  – Half-perimeter wire length after detailed placement: 3.28 mm
  – Last weighted congestion value of the routability-driven placer: 0.767

Power
  – Static Leakage: 0.912 nW
  – IR drop worst, VDD: 0.0000899 V
  – Power density of the placed cells: 165 nW/um2

Flow run
  – OpenROAD warning count: 33
  – Max-cap violation count: 0

Min path
  – Type of the most critical hold path: reg2reg
-- cells by family (layout without fill, tap and decap cells) --
group,count (synthesis),in the layout,share of synthesized area
XOR/XNOR,18,18,0.100
AND/OR/NAND/NOR,55,55,0.190
adder cells (fa/ha/maj),11,11,0.0874
multiplexers,19,19,0.204
AND-OR/OR-AND,12,12,0.0516
buffers and inverters,15,64,0.0492
flip-flops,20,20,0.318
-- through the flow --
step / std cells / setup WS [ps] / area, um2 / util / power (mW)
3_5_place_dp: 304 / 334 / 2180 / 0.246 / 0.258
4_1_cts: 307 / 328 / 2220 / 0.251 / 0.372
2_1_floorplan: 150 / 1230 / 1580 / - / 0.210
3_3_place_gp: 304 / 329 / 2180 / 0.246 / 0.257
5_1_grt: 307 / 153 / 2220 / 0.251 / 0.385
6_report: 307 / 344 / 2220 / 0.251 / 0.365
-- cell usage after synthesis (all sizes together) (2+ instances only) --
library cell  count
a21oi             2
and4              2
buf               5
dfrtp            20
ha               11
inv               9
mux2i            11
mux4              8
nand2            15
nand3            11
nand4             4
nor2              8
nor3              2
nor3b             3
nor4              2
o21ai             3
o22ai             2
o31ai             2
or4               3
xnor2            10
xor2              8
-- state kept, by name (all words and copies together) (netlist names) --
register	count
counter	17
index	3
-- path summary, 6_finish.rpt --
kind                                   from          end  slack [ps]  depth (start not counted)
worst max-delay path             number[12]  segments[6]         340                          8
worst min-delay path            counter[16]  counter[16]         470                          1
worst max register to register   counter[0]     index[2]        2400                          6
worst min register to register  counter[16]  counter[16]         470                          1
max in group asynchronous            resetn     index[1]        3310                          2
min in group asynchronous            resetn  counter[16]         980                          2
-- worst max-delay path, delay by kind of cell --
kind	cells	cell delay [ps]
adder cells (fa/ha/maj)	1	260
AND-OR/OR-AND	1	70
buffers and inverters	3	940
AND/OR/NAND/NOR	1	250
multiplexers	2	830
-- per-layer routing --
layer / GRT usage / up-vias
met5: 0 / -
met4: 0.00167 / 0
met3: 0.0262 / 0
met2: 0.0876 / 50
met1: 0.0846 / 589
li1: - / 643
-- layout by cell type, fill, tap and decap left out --
master           netlist  routed
a21o_1                 1       1
nand2_1               15      15
nor3_1                 2       2
clkdlybuf4s50_1        0      48
or4bb_1                1       1
xor2_1                 8       8
or3_1                  1       1
and2_1                 1       1
nor2b_1                1       1
xnor2_1               10      10
clkbuf_8               0       3
nor3b_1                2       2
inv_2                  1       1
o22ai_1                2       2
a21oi_1                2       2
mux2i_2                1       1
o21ai_0                2       2
dfrtp_1               20      20
or4_1                  3       3
buf_4                  1       4
o32ai_1                1       1
a211oi_2               1       1
nand3_1               11      11
mux4_1                 4       4
ha_1                  11      11
nor2_1                 8       8
and4_1                 2       2
inv_1                  8       8
mux2i_4                1       1
mux2i_1                9       9
and3_1                 1       1
nor4_2                 1       1
nor3b_2                1       1
o21ai_1                1       1
mux4_2                 4       4
nand4_1                4       4
o31ai_1                2       2
nor4_1                 1       1
-- where the power goes --
| group | internal, mW | switching [mW] |
|---|---|---|
| combinational | 0.0509 | 0.0234 |
| clock | 0.0594 | 0.0520 |
| sequential | 0.180 | 0 |
-- area by class of cell --
cell class / instances / area share
multi-input cells: 115 / 0.450
repair buffers: 52 / 0.230
flip-flops and latches: 20 / 0.226
well taps: 108 / 0.0609
clock buffers: 3 / 0.0186
inverters: 9 / 0.0152
Power is estimated from default activity; no workload was simulated.
